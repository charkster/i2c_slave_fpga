$ cat ./design.v
module i2c_slave 
# ( parameter SLAVE_ID = 7'h24 )
( input  logic       rst_n,       
  input  logic       scl,         
  input  logic       sda_in,      
  output logic       sda_out,     
  output logic       i2c_active,  
  output logic       rd_en,       
  output logic       wr_en,       
  input  logic [7:0] rdata,       
  output logic [7:0] addr,        
  output logic [7:0] wdata,       
  output logic       wr_en_wdata  
);
   localparam P_ACK  = 1'b0;      
   localparam P_NACK = 1'b1;      
   logic       start;
   logic       stop;
   logic [3:0] bit_counter;
   logic       check_id;
   logic       rst_start_stop_n;
   logic       rst_stop_n;           
   logic       bit_count_eq_9;
   logic       valid_id;
   logic       rst_start_n;                 
   logic       start_detect;
   logic       start_detect_hold;
   logic [7:0] shift_reg;
   logic       wdata_ready;
   logic       next_data_is_addr;
   logic       multi_cycle;
   always_ff @(negedge sda_in, negedge rst_n)
     if (!rst_n) start_detect <= 1'b0;
     else        start_detect <= scl;
   always_ff @(posedge scl, negedge rst_n)
     if (!rst_n) start_detect_hold <= 1'b0;
     else        start_detect_hold <= start_detect;
   assign start = start_detect && (!start_detect_hold);
   assign rst_start_n = rst_n & scl;
   always_ff @(posedge sda_in, negedge rst_start_n)
      if (!rst_start_n) stop <= 1'b0;
      else              stop <= 1'b1;
   assign rst_stop_n       = (rst_n & (~stop));
   assign rst_start_stop_n = (rst_n & (~start) & (~stop));
   always_ff @(posedge stop, negedge rst_n or posedge start)
     if (!rst_n)      i2c_active <= 1'b0;
      else if (start) i2c_active <= 1'b1;  
      else            i2c_active <= 1'b0;  
   assign bit_count_eq_9 = (bit_counter == 4'd9);
   always_ff @(posedge scl, negedge rst_start_stop_n)
      if (!rst_start_stop_n)                        bit_counter <= 4'd2;  
      else if ((!check_id) && (!wr_en) && (!rd_en)) bit_counter <= 4'd0;
      else if (bit_count_eq_9)                      bit_counter <= 4'd1;
      else                                          bit_counter <= bit_counter + 4'd1;
   always_ff @(posedge scl, negedge rst_stop_n, posedge start) 
      if (!rst_stop_n)         check_id <= 1'b0;
      else if (start)          check_id <= 1'b1;
      else if (bit_count_eq_9) check_id <= 1'b0;
   always_ff @(posedge scl, negedge rst_start_stop_n)
     if (!rst_start_stop_n)                                                      valid_id <= 1'b0;
     else if (check_id && (bit_counter == 4'd8) && (shift_reg[6:0] == SLAVE_ID)) valid_id <= 1'b1;
     else                                                                        valid_id <= 1'b0;
   always_ff @(posedge scl or negedge rst_start_stop_n)
      if (!rst_start_stop_n) begin
         wr_en  <= 1'b0;
         rd_en  <= 1'b0;
      end
     else if (bit_count_eq_9 && valid_id && check_id) begin
         wr_en <= ~shift_reg[0];
         rd_en <=  shift_reg[0];
     end
     else if (bit_count_eq_9 && (sda_in == P_NACK)) begin
         wr_en  <= 1'b0;
         rd_en  <= 1'b0;
     end
   always_ff @(posedge scl, negedge rst_n)
      if (!rst_n)                                                       shift_reg <= 8'b0000_0000;
      else if ((shift_reg[0] && valid_id) || (rd_en && bit_count_eq_9)) shift_reg <= rdata;
      else                                                              shift_reg <= {shift_reg[6:0], sda_in};
   always_ff @(negedge scl, negedge rst_n)
     if (!rst_n)                                       sda_out <= P_NACK;
     else if ( (bit_count_eq_9  && wr_en) || valid_id) sda_out <= P_ACK;
     else if ((!bit_count_eq_9) && rd_en)              sda_out <= shift_reg[7];
     else                                              sda_out <= P_NACK;
  assign wdata_ready = wr_en && bit_count_eq_9;
   always_ff @(posedge scl, negedge rst_n)
      if (!rst_n)           next_data_is_addr <= 1'b1;
      else if (start)       next_data_is_addr <= 1'b1;  
      else if (wdata_ready) next_data_is_addr <= 1'b0;
   always_ff @(posedge scl, negedge rst_n)
      if (!rst_n)                                                          multi_cycle <= 1'b0;
      else if (start)                                                      multi_cycle <= 1'b0;
      else if (rd_en || (wr_en && bit_count_eq_9 && (!next_data_is_addr))) multi_cycle <= 1'b1;
   always_ff @(posedge scl, negedge rst_n)
      if (!rst_n)           wr_en_wdata <= 1'b0;
      else                  wr_en_wdata <= wdata_ready && (~next_data_is_addr);
   always_ff @(posedge scl, negedge rst_n)
      if (!rst_n)                                    addr <= 8'd0;
      else if (wdata_ready && next_data_is_addr)     addr <= shift_reg[7:0];
      else if ((bit_counter == 4'd8) && multi_cycle) addr <= addr + 'd1;
   always_ff @(posedge scl, negedge rst_n)
      if (!rst_n)                                   wdata <= 8'd0;
      else if (wdata_ready && (!next_data_is_addr)) wdata <= shift_reg[7:0];
endmodule
$ cat ./run.sh
#!/bin/bash
# OpenROAD 26Q1-2900-gdf79404cd8, Yosys 0.63+post, stock flow scripts
make -C /OpenROAD-flow-scripts/flow DESIGN_CONFIG=/design/flow/config.mk WORK_HOME=/design/flow/orfs finish
$ cat ./config.mk
export PLATFORM = sky130hd
export DESIGN_NAME = i2c_slave
export DESIGN_NICKNAME = i2c_slave
export VERILOG_FILES = /design/flow/design.v
export SDC_FILE = /design/flow/constraint.sdc
export NUM_CORES = 4
export LEC_CHECK = 1
export CORE_UTILIZATION = 40
$ cat ./constraint.sdc
current_design i2c_slave

set clk_period 1.1
set clk_io_pct 0.2

create_clock -name clk0 -period $clk_period [get_ports {scl}]
create_clock -name clk1 -period $clk_period [get_ports {sda_in}]

set non_clock_inputs [all_inputs -no_clocks]
set_input_delay [expr $clk_period * $clk_io_pct] -clock clk0 $non_clock_inputs
set_output_delay [expr $clk_period * $clk_io_pct] -clock clk0 [all_outputs]
==> run summary <==
yosys + openroad results -> slowest cell on the critical path=dfstp_2, Core ar.=0.00414 mm2, drt drc=0, Log Warnings=38, antenna-violating nets left=0, row count=23, worst-path cell chain=inv_4, ha_4, and3b_2, nand2_2, o21ai_1, nor2_1, fin. max-slew vios=0, initial antenna violation count=0, Yosys warnings=3, Die W=68.9 um, R2R cell count=6, fraction of layout cells with a size suffix above 1=59.0%, Post-synth seq share=57.0%, Worst path top cell family by delay=flip-flops, number of port buffers=30, register pins left without a clock=1, gpl congestion=0.833, first-pass GRT wire length=8220 um, Vias/cell=5.12, Total Neg Setup Slack=-23.29 ns, Yosys reg bits=40, Cells after Synth=149, unrepaired setup endpoints after global routing=yes, failing checks=negative hold slack, negative setup slack, CP Capture Type=register, CP max FO=7, worst hold path class=clk -> async, n_diodes=0, buffers plus inverters on the worst setup path=1, WHS=-0.294 ns, vias in the first global route=1,798, Pwr Density=2620 mW/mm2, final core utilization=73.7%, r2r startpoint=bit_counter[1], Synth Flop Type=dfrtp_1, yosys stat chip area=0.00179 mm2, final hold violation count=2, I/O pins=32, Mean Syn Cell Area=12.0 um2, DR pass1 iterations=4, aggregate global-route resource usage=25.3%, Req. time, crit path=0.94 ns, CP arrival=1.69 ns, fin worst setup slack=-0.749 ns, Top cell excl fill/tap=buf_4, CP Class=reg -> reg, WL/cell=17.1 um, leak pwr=1.47 nW, clock slew at reported path FFs=0.07 ns, Setup Viol. Count Final=59, slowest stage delay, CP=0.56 ns, die height=68.9 um, Initial DRC Count=105, Clock Skews=0.0756 ns, endpoints left unconstrained=1, Post-synth EDFFs=0, Reg-to-Reg End=sda_out, Detail Placement HPWL=2760 um, Post-Syn Area=0.00179 mm2, via count=1,593, TritonCTS clock tree=done, Critical Path Start Type=register, Top cells excl fill/tap=buf_4 (44), dfrtp_1 (34), clkbuf_8 (20), FP Util=43.1%, Post-synth ARST share=100%, r2r setup slk=-0.75 ns, status=complete, but fails checks, synth unique cells=34, final wirelength=5330 um, largest net degree at the start of global routing=31, max-cap violations=0, chip area=0.00474 mm2, cell count listed in synth_stat.txt=149, grt total ovfl=0, maximum vdd ir drop=2.11 mV, Area Growth Syn to Fin=70.8%, hold buffer count at CTS=0
-- Yosys cell counts (3+ instances only) --
| cell type | instances | area, um2 |
|---|---|---|
| and3b_1 | 3 | 26.3 |
| buf_6 | 3 | 33.8 |
| nand2_1 | 10 | 37.5 |
| dfstp_2 | 3 | 78.8 |
| o21ai_0 | 3 | 15.0 |
| xnor2_1 | 4 | 35.0 |
| ha_1 | 4 | 50.1 |
| mux2_4 | 7 | 105 |
| dfrtp_1 | 34 | 851 |
| nor2b_1 | 4 | 25.0 |
| nor2_1 | 14 | 52.6 |
| a21oi_1 | 9 | 45.0 |
| inv_1 | 4 | 15.0 |
| buf_2 | 3 | 15.0 |
| mux2_2 | 8 | 90.1 |
| nor3_1 | 5 | 25.0 |
| nand4_1 | 5 | 31.3 |
| xor2_1 | 5 | 43.8 |
-- how the worst max path moves through the flow --
stage | start | end | slack (ns) | cells past startpoint
CTS | sda_out | sda_out | -0.73 | 1
global route | bit_counter[1] | sda_out | -0.81 | 6
finish | bit_counter[1] | sda_out | -0.75 | 6
-- where the power goes --
| part | switching [W] | leakage (nW) | total, W | internal, W |
|---|---|---|---|---|
| logic | 0.00129 | 0.787 | 0.00316 | 0.00187 |
| registers | 0.000436 | 0.502 | 0.00243 | 0.00199 |
| clock network | 0.000828 | 0.178 | 0.00243 | 0.00160 |
| total | 0.00255 | 1.47 | 0.00801 | 0.00546 |
-- worst reg2reg max path, cell delays in order, from the launching register on --
cell     delay [ns]
dfstp_2        0.56
inv_4          0.05
ha_4           0.14
and3b_2        0.26
nand2_2        0.09
o21ai_1        0.08
nor2_1         0.13
-- metrics by stage --
| step | cell area [um2] | worst slack [ns] | power [W] | cells | hold slack (ns) |
|---|---|---|---|---|---|
| floorplan | 1820 | -0.838 | 0.00341 | 149 | -0.204 |
| global placement | 2360 | -0.727 | 0.00471 | 253 | -0.204 |
| detailed placement | 2360 | -0.762 | 0.00476 | 253 | -0.204 |
| CTS | 2960 | -0.731 | 0.00766 | 308 | -0.298 |
| global route | 3050 | -0.806 | 0.00851 | 311 | -0.293 |
| finish | 3050 | -0.749 | 0.00801 | 311 | -0.294 |
-- layout make-up --
type | count | area [um2]
fillers | 262 | 1090
flip-flops and latches | 40 | 1020
multi-input cells | 100 | 888
repair buffers | 90 | 756
clock buffers | 24 | 290
well taps | 50 | 62.6
clock inverters | 4 | 21.3
inverters | 3 | 16.3
-- layer usage --
layer	GRT usage, %	part of all wire, %	vias up	wire length, um
met2	36.4	49	57	2600
li1	-	-	724	-
met3	7.33	4.4	11	234
met4	12.2	2.1	0	111
met5	0	0	-	0
met1	36.4	45	801	2380
-- logic make-up after synthesis --
logic type      Yosys count  share of synthesized area [%]
buf+inv                  10                           3.57
simple gates             53                           15.7
fa+ha+maj                 4                           2.80
mux                      15                           10.9
other cells               2                          0.420
xor+xnor                  9                           4.41
compound gates           16                           5.18
flops                    40                           57.0
-- what timing repair did --
action,4_1_cts,5_1_grt
endpoints found under the setup margin,65,65
pin swaps,31,10
setup buffers,24,8
gates cloned,3,0
resized,102,21
Power figures rest on the tool's default switching activity, not on a simulated workload.
