File: ./run.sh
#!/bin/bash
# OpenROAD 26Q1-2900-gdf79404cd8, Yosys 0.63+post, stock flow scripts
make -C /OpenROAD-flow-scripts/flow DESIGN_CONFIG=/design/flow/config.mk WORK_HOME=/design/flow/orfs finish
File: ./config.mk
export PLATFORM = sky130hd
export DESIGN_NAME = reg_map
export DESIGN_NICKNAME = reg_map
export VERILOG_FILES = /design/flow/design.v
export SDC_FILE = /design/flow/constraint.sdc
export NUM_CORES = 4
export LEC_CHECK = 1
export CORE_UTILIZATION = 30
File: ./constraint.sdc
current_design reg_map

set clk_period 2.8
set clk_io_pct 0.2

create_clock -name clk0 -period $clk_period [get_ports {clk}]

set non_clock_inputs [all_inputs -no_clocks]
set_input_delay [expr $clk_period * $clk_io_pct] -clock clk0 $non_clock_inputs
set_output_delay [expr $clk_period * $clk_io_pct] -clock clk0 [all_outputs]
File: ./design.v
module reg_map (
  input  logic       clk,
  input  logic       rst_n,
  input  logic [7:0] addr,
  input  logic [7:0] wdata,
  input  logic       wr_en_wdata,
  output logic [7:0] rdata,
  output logic [7:0] register_0,
  output logic [7:0] register_1,
  output logic [7:0] register_2,
  output logic [7:0] register_3
);
  parameter MAX_ADDRESS = 3;  
  logic [7:0] registers[3:0];
  logic wr_en_wdata_hold;
  logic wr_en_wdata_fedge;
  always_ff @ (posedge clk, negedge rst_n)
    if (!rst_n) wr_en_wdata_hold <= 1'b0;
    else        wr_en_wdata_hold <= wr_en_wdata;
  assign wr_en_wdata_fedge = wr_en_wdata_hold && (!wr_en_wdata);
  integer i;
  always_ff @(posedge clk, negedge rst_n)
    if (!rst_n)      for (i=0; i<=MAX_ADDRESS; i=i+1) registers[i]    <= 8'h00;
    else if (wr_en_wdata_fedge)                       registers[addr] <= wdata;
  assign rdata = (addr <= MAX_ADDRESS) ? registers[addr] : 8'd0;
  always_comb begin
    register_0 = registers[0];
    register_1 = registers[1];
    register_2 = registers[2];
    register_3 = registers[3];
  end
endmodule
==> results.py <==
# Physical implementation metrics
metrics = {
    "cells_and_area": {
        "fin_area_um2": 2360,
        "drive_above_1_share_pct": 32.1,
        "area_delta_synth_final_pct": 52.1,
        "n_fill_cell": 410,
        "final_cells": 226,
        "final_core_util_pct": 48.7,
    },
    "global_route": {
        "track_usage_pct": 15.3,
        "grt_overflow": 0,
        "grt_pass1_wl_mm": 5.97,
        "grt_max_degree": 34,
        "first_global_vias": 1147,
        "antenna_found_initial": 0,
    },
    "sta": {
        "skew_ps": 1.39,
        "period_needed_ps": 2700,
        "holdWs_ps": 530,
        "fin_crit_sh_pct": 96.6,
        "rsz0062_at_grt": "no",
        "slew_headroom_pct": 71.9,
        "hold_viol": 0,
        "setup_tns_ps": 0,
        "fmax_mhz": 370,
        "slew_violations": 0,
        "tightest_slew_ps": 422,
        "finalSetupViolations": 0,
    },
    "floorplan": {
        "core_um2": 4850,
        "fp_util_pct": 32.0,
        "die_x_um": 73.9,
        "dieHeight_um": 73.9,
        "dieArea_um2": 5470,
        "row_count": 25,
        "io_pins": 59,
    },
    "clocking": {
        "ctsHoldBuffers": 0,
        "cts_htree_levels": 2,
        "cts_buffer_depth": 2,
        "cts_tree": "done",
        "cts-root-buf": "clkbuf_8",
        "clk_pin_slew_worst_paths_ps": 60,
        "cts_buffers": 5,
        "clkLatencyLatePin_ps": 280,
        "cts.sinks": 33,
        "post_cts_buffers": 0,
    },
    "critical_path": {
        "cp_max_fo": 12,
        "cp_cell_sequence": "clkdlybuf4s50_1 -> buf_4 -> mux4_1 -> and3_1 -> clkdlybuf4s50_1",
        "crit_path_frequent_cell": "clkdlybuf4s50_1",
        "worstSetupEndpointType": "primary output",
        "slowest_delay_ps": 460,
        "crit_cells": 5,
        "cp-start-kind": "input port",
        "cp_top_family": "buffers and inverters",
        "rr_worst_depth": 3,
        "crit_required_ps": 2240,
        "crit_type": "in2out",
        "crit_slowest_cell": "clkdlybuf4s50_1",
        "crit_buf_inv": 3,
        "cp.arrival_ps": 2140,
    },
    "synthesis": {
        "syn_inst": 91,
        "mux_share_pct": 36.7,
        "async_flop_share_pct": 100,
        "ys_sh_aoi_pct": 0,
        "most_common_cell": "dfrtp_1",
        "topCellsByArea": "dfrtp_1 (53%), mux2_2 (23%), mux4_1 (14%)",
        "ys_seq_share_pct": 53.2,
        "xor_share_pct": 0,
        "top_area_cell": "dfrtp_1",
        "yosys_cells": 91,
        "ys_ff": 33,
        "synth-edff-count": 0,
        "yosys.cell_types.count": 11,
        "ys_area_um2": 1550,
        "top_area_share_pct": 53.2,
        "ys_warn_count": 2,
        "synth.avg_cell_area_um2": 17.1,
        "synth_area_um2": 1550,
        "adder_share_pct": 0,
        "synth.logic.top_family": "multiplexers",
        "top_cells_by_count": "dfrtp_1 (33), mux2_2 (32), and3_1 (8), mux4_1 (8)",
        "ff_type": "dfrtp_1",
        "ys_sh_simple_pct": 7.98,
    },
    "flow_run": {
        "tool_warnings": 25,
        "drv_cap": 0,
    },
    "place": {
        "placed_cells": 218,
        "dp_hpwl_mm": 2.56,
        "gp_congestion": 0.789,
        "dpl_cell_area_um2": 2240,
        "io_buffers": 58,
    },
    "routing": {
        "drcViolationCount": 0,
        "via_per_inst": 4.77,
        "wl_per_cell_um": 17.1,
        "wirelength_mm": 3.87,
        "diodes": 0,
        "drtIter0Drc": 32,
        "ant_nets": 0,
        "firstDrtPassIters": 2,
        "via_count": 1077,
    },
    "run_status": {
        "status": "finished, final reports clean",
    },
    "power": {
        "p_clk_share_pct": 25.1,
        "share_comb_of_total_power_pct": 28.0,
        "irDropWorstVdd_v": 0.000322,
        "seqPwrFrac_pct": 46.9,
        "p_int_mw": 1.09,
        "p_per_area_nw_per_um2": 593,
        "p_sw_share_pct": 22.0,
        "switchingPower_mw": 0.308,
        "p_leak_nw": 1.01,
    },
    "hold_path": {
        "worstHoldPathType": "reg2reg",
        "hold_depth": 1,
    },
}
path summary, 6_finish.rpt:
| check | end | start | slack, ps |
|---|---|---|---|
| setup / recovery | rdata[1] | addr[1] | 100 |
| hold / removal | registers[2][5] | registers[2][5] | 530 |
| setup reg to reg | registers[0][7] | wr_en_wdata_hold | 1380 |
| hold reg to reg | registers[2][5] | registers[2][5] | 530 |
| max in group asynchronous | registers[0][7] | rst_n | 1820 |
| min in group asynchronous | registers[1][4] | rst_n | 680 |
power groups by stage:
| stage | combinational (mW) | clock [mW] | sequential, mW |
|---|---|---|---|
| after CTS | 0.399 | 0.365 | 0.660 |
| after global routing | 0.429 | 0.381 | 0.674 |
| final | 0.392 | 0.351 | 0.656 |
stage by stage:
stage | total power, mW | worst slack, ps
CTS | 1.42 | 8.90
floorplan | 0.770 | 855
global placement | 1.05 | -146
detailed placement | 1.06 | -149
global route | 1.48 | 1.26
finish | 1.40 | 95.2
layout make-up:
cell class / count / area [um2] / share of cell area [%]
sequential: 33 / 826 / 35.0
multi-input combinational: 54 / 701 / 29.7
timing repair buffer: 65 / 666 / 28.2
clock buffer: 7 / 86.3 / 3.65
tap: 67 / 83.8 / 3.55
state kept, by name (all words and copies together), names as in the netlist:
name	count
registers	32
wr_en_wdata_hold	1
layout by cell type (no fill, tap or decap), types with 2 or more instances in the layout:
master,instances
dfrtp_1,33
and3_1,8
mux4_1,8
clkbuf_8,6
mux2_2,32
clkdlybuf4s50_1,57
and4bb_2,2
buf_4,5
routing by layer:
layer	vias to the layer above	global-route usage (%)	part of all wire, %
li1	492	-	-
met1	534	23.4	46
met2	46	23.8	46
met3	5	3.43	6.9
met4	0	2.14	1.2
met5	-	0	0
worst register-to-register path: stages, from the launching register on:
cell	delay (ps)
dfrtp_1	390
nor4b_4	360
buf_4	230
mux2_2	340
what timing repair did:
item | CTS | global route
endpoints found under the hold margin | 0 | 0
endpoints found under the setup margin | 8 | 4
gates cloned | 1 | 0
gates resized | 1 | 3
cells by family after synthesis:
| logic type | after synthesis |
|---|---|
| muxes | 40 |
| DFF | 33 |
| buffers and inverters | 4 |
| and+or+nand+nor | 14 |
Power is estimated from default activity; no workload was simulated.
